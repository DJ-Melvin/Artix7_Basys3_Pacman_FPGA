## design/flow/config.mk

```make
export PLATFORM = sky130hd
export DESIGN_NAME = blinky_dir_control
export DESIGN_NICKNAME = blinky_dir_control
export VERILOG_FILES = /design/flow/design.v
export SDC_FILE = /design/flow/constraint.sdc
export NUM_CORES = 4
export LEC_CHECK = 1
export CORE_UTILIZATION = 30
```

## design/flow/constraint.sdc

```tcl
current_design blinky_dir_control

set clk_period 2.9
set clk_io_pct 0.2

create_clock -name clk0 -period $clk_period [get_ports {clk}]

set non_clock_inputs [all_inputs -no_clocks]
set_input_delay [expr $clk_period * $clk_io_pct] -clock clk0 $non_clock_inputs
set_output_delay [expr $clk_period * $clk_io_pct] -clock clk0 [all_outputs]
```

## design/flow/design.v

```verilog
`timescale 1ns / 1ps
module blinky_dir_control(
    input clk,
    input power,
    input [26:0] display_cnt,
    input [0:89] map,
    input [4:0] pac_x,
    input [4:0] pac_y,
    input [4:0] blinky_x,
    input [4:0] blinky_y,
    output reg [1:0] blinky_dir
);
    parameter CHASE = 2'b00;
    parameter HIDE  = 2'b01;
    parameter KEEP_CHASING = 2'b10;
    parameter up = 2'b00;
    parameter down = 2'b01;
    parameter left = 2'b10;
    parameter right = 2'b11;
    reg [1:0] blinky_state = CHASE;
    reg [1:0] next_blinky_state;
    reg [3:0] keep_chasing_cnt;
    wire [1:0] blinky_chase_dir, blinky_flee_dir;
    wire [4:0] abs_x_dis = (blinky_x - pac_x) > 0 ? (blinky_x - pac_x) : (pac_x - blinky_x);
    wire [4:0] abs_y_dis = (blinky_y - pac_y) > 0 ? (blinky_y - pac_y) : (pac_y - blinky_y);
    always@(posedge clk) begin
        if(power) blinky_state <= HIDE;  
        else blinky_state <= next_blinky_state;
    end
    always@(posedge clk) begin
        if(display_cnt[25]) begin
            if(blinky_x == 5'd8 && blinky_y == 5'd1 && blinky_state == HIDE) keep_chasing_cnt <= 1;
            else if(keep_chasing_cnt > 0) keep_chasing_cnt <= keep_chasing_cnt + 1;
            else keep_chasing_cnt <= keep_chasing_cnt;
        end
        else keep_chasing_cnt <= keep_chasing_cnt;
    end
    always@(*) begin
        case(blinky_state) 
            CHASE: begin
                if(abs_x_dis + abs_y_dis <= 4) next_blinky_state = HIDE;
                else next_blinky_state = blinky_state;
            end
            HIDE: begin
                if(blinky_x == 5'd8 && blinky_y == 5'd1) next_blinky_state = KEEP_CHASING;
                else next_blinky_state = blinky_state;
            end
            KEEP_CHASING: begin
                if(keep_chasing_cnt == 0) next_blinky_state = CHASE;
                else next_blinky_state = blinky_state;
            end
            default: next_blinky_state = CHASE;
        endcase
    end
    always@(posedge clk) begin
        if(blinky_state == HIDE) begin
            blinky_dir <= blinky_hide_dir;
        end
        else begin
            blinky_dir <= blinky_chase_dir;
        end
    end
    shortest_path blinky_chase(
        .map(map),
        .current_x(blinky_x),
        .current_y(blinky_y),
        .target_x(pac_x),
        .target_y(pac_y),
        .dir(blinky_chase_dir)
    );
    shortest_path blinky_hide(
        .map(map),
        .current_x(blinky_x),
        .current_y(blinky_y),
        .target_x(5'd8),
        .target_y(5'd1),
        .dir(blinky_hide_dir)
    );
endmodule
`timescale 1ns / 1ps
module shortest_path(
    input [0:89] map,
    input [4:0] current_x,
    input [4:0] current_y,
    input [4:0] target_x,
    input [4:0] target_y,
    output reg [1:0] dir
    );
    parameter up = 2'b00;
    parameter down = 2'b01;
    parameter left = 2'b10;
    parameter right = 2'b11;
    wire [4:0] abs_x_dis = (blinky_x - pac_x) > 0 ? (blinky_x - pac_x) : (pac_x - blinky_x);
    wire [4:0] abs_y_dis = (blinky_y - pac_y) > 0 ? (blinky_y - pac_y) : (pac_y - blinky_y);
    wire [4:0] abs_x_dis_right = (current_x - target_x + 1) > 0 ? (current_x - target_x + 1) : (target_x - current_x - 1);
    wire [4:0] abs_x_dis_left = (current_x - target_x - 1) > 0 ? (current_x - target_x - 1) : (target_x - current_x + 1);
    wire [4:0] abs_y_dis_up = (current_y - target_y + 1) > 0 ? (current_y - target_y + 1) : (target_y - current_y - 1);
    wire [4:0] abs_y_dis_down = (current_y - target_y - 1) > 0 ? (current_y - target_y - 1) : (target_y - current_y - 1);
    reg [4:0] min_dist;
    always@(*) begin
        min_dist = 5'b11111;
        if(current_y + 1 <= 5'd4 && map[current_x + current_y * 18 + 18] != 1 && min_dist > abs_x_dis + abs_y_dis_down) begin
            min_dist = abs_x_dis + abs_y_dis_down;
            dir = down;
        end
        if(current_y - 1 >= 5'd0 && map[current_x + current_y * 18 - 18] != 1 && min_dist > abs_x_dis + abs_y_dis_up) begin
            min_dist = abs_x_dis + abs_y_dis_up;
            dir = up;
        end
        if(current_x + 1 <= 5'd17 && map[current_x + current_y * 18 + 1] != 1 && min_dist > abs_x_dis_right + abs_y_dis) begin
            min_dist = abs_x_dis_right + abs_y_dis;
            dir = right;
        end
        if(current_x - 1 >= 5'd0 && map[current_x + current_y * 18 - 1] != 1 && min_dist > abs_x_dis_left + abs_y_dis) begin
            min_dist = abs_x_dis_left + abs_y_dis;
            dir = left;
        end
    end
endmodule
```

## design/flow/run.sh

```bash
#!/bin/bash
# OpenROAD 26Q1-2900-gdf79404cd8, Yosys 0.63+post, stock flow scripts
make -C /OpenROAD-flow-scripts/flow DESIGN_CONFIG=/design/flow/config.mk WORK_HOME=/design/flow/orfs finish
```

==> metrics.cfg <==
[final_timing]
maxSlewViolCount = 0
clock.fmax_ghz = 0.284
setup_tns_ps = -621
unclocked_pins = 3
untimed_endpoints = 3
finalHoldViolations = 0
fin_skew_ps = 1.56
rsz0062_at_grt = true
setup_violations = 1
hold-worst-slack_ps = 481
fin_crit_ps = 3520
worst-slew-pin-transition_ps = 903
maxSlewHeadroom_pct = 39.3
period_used_pct = 121
setup_slack_ps = -621

[logic_synthesis]
ys_types = 86
postSynth.asyncResetShare_pct = 0
ff_type = edfxtp_1
ys_cells = 1004
synth.avg_cell_area_um2 = 8.63
top_area_share_pct = 21.1
ys_ff = 11
netlist_area_um2 = 8660
ys_top_cells_by_area = ha_1 (21%), mux4_2 (14%), mux2i_1 (6.8%), xnor2_1 (5.0%), a21oi_1 (3.6%)
ys_area_um2 = 8660
yosysTopAreaCell = ha_1
syn_inst = 1004
yosysWarnings = 16
synth-edff-count = 4

[drt]
insertedDiodeCount = 0
ant_nets = 0
vias = 8188
routed_wl_mm = 23.7
avgRoutedWirePerCell_um = 15.4
drc = 0
dr.pass1.iters = 4
viasPerCell = 5.31
drtIter0Drc = 397

[worst_setup_path]
worstSetupStartpoint = pac_y[0]
crit_type = input pin to flop
worstReg2RegEnd = keep_chasing_cnt[0]
rrSetupSlack_ps = 1490
worst_setup_path_start_kind = input pin
path_max_fanout = 2
reg2reg_from = blinky_state[0]
ff2ff_path_depth = 3
setup.worst_path.end = blinky_state[0]
endpoint_kind = flop
cp_data_arrival_time_ps = 3660
required_ps = 3040

[cts]
htreeDepth = 1
cts_root_buf = clkbuf_16
tritoncts = done
clk_latency_ps = 230
clock_path_buffers = 2
holdBufCountCts = 0
cts.clk_slew.worst_paths_ps = 40
cts_buffers = 3

[place]
dp_hpwl_mm = 20.0
gp_congestion = 0.921
post_dp_cell_area_um2 = 10700
pre_cts_ws_ps = -1550
port_buffers = 114

[power_and_ir_drop]
power_leakage_nw = 4.67
peakVddDrop_uv = 192
powerDensity_nw_per_um2 = 394

[die]
io_pins = 141
die_x_um = 172
fp_util_pct = 30.8
die_h_um = 172
die-area_um2 = 29600
core.rowCount = 61
core_um2 = 28100

[layout]
fillers = 2808
syn_to_final_growth_pct = 27.7
drive_above_1_share_pct = 19.1
post-route-util_pct = 39.4
final_area_um2 = 11100

[global_route]
grt_antenna_before_repair = 0
grt_max_degree = 51
grt_pass1_wl_mm = 39.6
grt.total_usage_pct = 16.8
grt_pass1_vias = 7956
grt_remaining_overflow = 0

[job]
warnings = 88
cap_violations = 0

[status]
violations = setup timing
outcome = finished with violations

[min_path]
hp-class = flop to flop

[flip-flops by register name, indices dropped and copies added, names as in the netlist]
register and count:
blinky_chase.dir 2, blinky_dir 2, blinky_hide.dir 1, blinky_state 2
keep_chasing_cnt 4
[timing repair]
action	CTS	global route
endpoints found under the setup margin	1	1
pin swaps	3	12
buffers inserted	2	4
resized	10	58
[logic make-up after synthesis]
logic type / count (synthesis) / synth area share [%]
and+or+nand+nor: 313 / 19.5
muxes: 132 / 24.8
xor gates and xnor gates: 75 / 8.61
buffers and inverters: 118 / 6.05
DFF: 8 / 2.31
latches: 3 / 0.520
AOI/OAI and AO/OA: 201 / 15.2
adders and majority gates: 154 / 22.9
[final cells by class]
| class | count | area (um^2) | share of cell area (%) |
|---|---|---|---|
| flip-flops and latches | 11 | 245 | 2.22 |
| clock buffers | 4 | 78.8 | 0.713 |
| inverters | 70 | 273 | 2.47 |
| well taps | 378 | 473 | 4.28 |
| multi-input cells | 875 | 8160 | 73.8 |
| repair buffers | 203 | 1830 | 16.6 |
[cell usage after synthesis, types with 7 or more instances]
cell type / number
nand2_1: 76
ha_1: 146
nor4_1: 11
and3_1: 15
nand2b_1: 17
nor3b_1: 7
inv_1: 66
or3_1: 12
nand4_1: 20
nor4b_1: 7
o21ai_0: 36
nor3_1: 22
clkbuf_1: 27
nand3_1: 25
buf_6: 7
a31oi_1: 12
mux4_1: 10
mux4_2: 52
a21oi_1: 63
fa_1: 8
nor2_1: 39
or2_2: 8
nand4b_1: 8
xor2_1: 19
a21o_1: 16
xnor2_1: 49
o21a_1: 11
nor2b_1: 21
mux2i_1: 59
mux2_2: 10
[critical path: stages]
cell and delay (ps):
clkbuf_2 110, ha_4 180, fa_2 390, nor2b_2 130, o21ai_2 80, a21boi_2 170, nor2_2 80, nor3_4 180
nor2b_4 170, nand2_2 70, nand2_1 70, o21a_1 160, inv_2 50, fa_1 500, nor2b_4 140, and3_4 170
o21ai_1 50, o31a_1 110, o41ai_2 250
[per-stage QoR]
step | cells | power [mW]
6_report | 1541 | 4.36
5_1_grt | 1541 | 4.83
4_1_cts | 1537 | 4.32
3_5_place_dp | 1531 | 4.04
3_3_place_gp | 1531 | 4.01
2_1_floorplan | 1004 | 3.07
[cells in the final DEF, fill, tap and decap left out, drive strengths merged, types with 37 or more instances in the layout]
cell	count
inv	69
o21ai	37
ha	146
buf	93
mux4	62
a21oi	63
nor2	39
nand2	76
clkdlybuf4s50	100
xnor2	52
mux2i	59
[power breakdown]
group | leakage (nW) | internal [mW] | switching (mW)
combinational | 4.54 | 1.93 | 2.01
sequential | 0.0956 | 0.178 | 0.0101
clock | 0.0382 | 0.183 | 0.0519
total | 4.67 | 2.29 | 2.07
[how the worst min path moves through the flow]
stage               start         endpoint  slack [ps]  depth (start not counted)
4_1_cts   blinky_state[0]  blinky_state[0]         470                          1
5_1_grt   blinky_state[0]  blinky_state[0]         510                          1
6_report  blinky_state[0]  blinky_state[0]         480                          1
[metal layers]
metal / wire [um] / track usage, % / vias to the layer above / part of all wire (%)
met5: 0 / 0 / - / 0
met4: 429 / 3.04 / 0 / 1.8
met3: 1410 / 2.80 / 22 / 5.9
met2: 11000 / 28.0 / 256 / 46
met1: 10900 / 23.3 / 3792 / 46
li1: - / - / 4118 / -
No activity file was given, so power comes from the tool's default toggle rates.
