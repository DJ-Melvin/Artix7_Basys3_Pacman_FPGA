`flow/run.sh`:
```
#!/bin/bash
# OpenROAD 26Q1-2900-gdf79404cd8, Yosys 0.63+post, stock flow scripts
make -C /OpenROAD-flow-scripts/flow DESIGN_CONFIG=/design/flow/config.mk WORK_HOME=/design/flow/orfs finish
```
`flow/config.mk`:
```
export PLATFORM = sky130hd
export DESIGN_NAME = dot_counter
export DESIGN_NICKNAME = dot_counter
export VERILOG_FILES = /design/flow/design.v
export SDC_FILE = /design/flow/constraint.sdc
export NUM_CORES = 4
export LEC_CHECK = 1
export CORE_UTILIZATION = 30
```
`flow/constraint.sdc`:
```
current_design dot_counter

set clk_period 10.3
set clk_io_pct 0.2

create_clock -name clk0 -period $clk_period [get_ports {clk}]

set non_clock_inputs [all_inputs -no_clocks]
set_input_delay [expr $clk_period * $clk_io_pct] -clock clk0 $non_clock_inputs
set_output_delay [expr $clk_period * $clk_io_pct] -clock clk0 [all_outputs]
```
`flow/design.v`:
```
`timescale 1ns / 1ps
module dot_counter(
    input clk,
    input [1:0] scene,
    input [26:0] display_cnt,
    input [4:0] pac_x,
    input [4:0] pac_y,
    output reg [5:0] dot_cnt,
    output reg [0:89] dot
    );
    parameter start_scene = 2'b00;
    parameter play_scene = 2'b01;
    parameter win_scene = 2'b10;
    parameter lose_scene = 2'b11;
    always@(posedge clk) begin
        if(scene == start_scene) begin  
            dot <= {18'b111111000000111111,
                   18'b100111000000111001,
                   ~18'b010010000000010010,
                   ~18'b011010111111010110,
                   ~18'b000000000100000000};
            dot_cnt <= 57;
        end
        else if(scene == play_scene && display_cnt[25]) begin
            if(dot[pac_x + pac_y * 18]) begin
                dot[pac_x + pac_y * 18] <= 1'b0;
                dot_cnt <= dot_cnt - 1;
            end
            else begin
                dot[pac_x + pac_y * 18] <= dot[pac_x + pac_y * 18];
                dot_cnt <= dot_cnt;
            end
        end
        else begin
            dot[pac_x + pac_y * 18] <= dot[pac_x + pac_y * 18];
            dot_cnt <= dot_cnt;
        end
    end
endmodule
```
==> impl_metrics.json <==
{
  "status": "complete, no violations",
  "cts_buffers": 9,
  "critPathLaunchType": "input pin",
  "placed_area_um2": 7040,
  "top_area_cell": "dfxtp_1",
  "setup_viol": 0,
  "antenna_cells": 0,
  "antenna_found_initial": 0,
  "syn_avg_cell_area_um2": 9.18,
  "cp-endpoint": "dot[64]$_SDFF_PN0_",
  "tritoncts": "built",
  "critPathRequiredTime_ps": 10570,
  "topCellsByArea": "dfxtp_1 (33%), mux4_2 (9.3%), mux2i_1 (7.2%)",
  "max_slew.worst_pin.slew_ps": 885,
  "fin_skew_ps": 8.03,
  "startpoint": "pac_y[3]",
  "edf_count": 0,
  "synth_seq_share_pct": 33.1,
  "initCoreUtil_pct": 30.8,
  "grt_max_degree": 60,
  "finalSetupTns_ps": 0,
  "post-route-cell-area_um2": 7360,
  "grt_pass1_wl_um": 28100,
  "holdWs_ps": 490,
  "worstPathMaxFanout": 14,
  "fmax_ghz": 0.148,
  "place_congestion": 0.828,
  "cts_sinks": 96,
  "numPortBuffers": 109,
  "grt_pass1_vias": 4863,
  "fin_crit_sh_pct": 65.7,
  "timing.rr.end": "dot[32]$_SDFF_PN1_",
  "critPathKind": "in2reg",
  "postCtsHoldBufs": 0,
  "hpwl_um": 12200,
  "fp.dieH_um": 141,
  "p_leak_nw": 2.53,
  "drv_cap": 0,
  "io_pins": 136,
  "clockBufferDepth": 2,
  "ctsResizeCount": 0,
  "synthCells": 632,
  "rows": 50,
  "final_core_util_pct": 39.1,
  "die-area_um2": 19900,
  "yosys_area_um2": 5800,
  "power_density_nw_per_um2": 147,
  "clk_pin_slew_ps": 60,
  "root_buffer": "clkbuf_16",
  "track_usage_pct": 18.7,
  "drc": 0,
  "hold_violations": 0,
  "setup_ws_ps": 3530,
  "cp.arrival_ps": 7030,
  "hold_path_class": "reg2reg",
  "cp-end-kind": "flop",
  "chipWidth_um": 141,
  "drv_slew": 0,
  "synthArstFlopShare_pct": 0,
  "post-place-ws_ps": 3300,
  "ys.flop_type": "dfxtp_1",
  "synth_warnings": 1,
  "htree_num_levels": 3,
  "reg2reg_slack_ps": 7180,
  "drive_gt1_share_pct": 10.5,
  "vias": 5216,
  "syn_area_um2": 5800,
  "syn_to_final_growth_pct": 26.9,
  "drtPass1Iterations": 5,
  "vdd_drop_max_mv": 0.102,
  "synth.top_cell.area_share_pct": 33.1,
  "relSlewSlack_pct": 40.8,
  "rsz0062_at_grt": "no",
  "antenna_left": 0,
  "postRouteWirelength_um": 17700,
  "overflow": 0,
  "synthDistinctLibCells": 73,
  "warning_count": 51,
  "post_cts_buffers": 0,
  "core_um2": 18800,
  "r2r-start": "dot[43]$_SDFF_PN1_",
  "insertion_delay_ps": 340,
  "finalCriticalPeriod_ps": 6770,
  "ys.flops": 96,
  "rr_worst_depth": 8,
  "ys_cells": 632,
  "wl_per_cell_um": 18.1,
  "avgViaCountPerCell": 5.34,
  "drtIter0Drc": 437
}
metrics by stage:
step | power (mW) | instances
2_1_floorplan | 0.641 | 632
5_1_grt | 1.14 | 977
3_5_place_dp | 0.727 | 961
4_1_cts | 1.09 | 977
3_3_place_gp | 0.726 | 961
6_report | 1.08 | 977
synthesized netlist by cell type (3+ instances only):
cell type / n
a21oi_1: 26
nor2_1: 54
o311ai_0: 37
o31ai_1: 6
nor2b_1: 3
or3_1: 17
xnor2_1: 15
o311ai_1: 3
nor3_1: 22
buf_6: 4
nor4_1: 4
mux4_2: 24
or2_2: 5
buf_1: 7
a31oi_1: 4
buf_2: 7
inv_1: 13
and2_1: 3
nand3_1: 20
o22ai_1: 3
dfxtp_1: 96
mux2i_1: 42
clkbuf_1: 25
o211ai_1: 9
nand2_1: 38
o21ai_0: 63
xor2_1: 8
ha_1: 12
a211oi_1: 5
state kept, by name, indices dropped and copies added, names as in the netlist:
name,flops
dot,90
dot_cnt,6
area by class of cell:
cell class / instances / area, um2
sequential: 96 / 1920
multi-input combinational: 474 / 3590
clock buffer: 9 / 225
tap: 260 / 325
clock inverter: 7 / 93.8
fill: 1868 / 11500
inverter: 14 / 52.6
timing repair buffer: 117 / 1150
report_power, final:
part | internal [mW] | switching (mW) | total, mW
combinational | 0.112 | 0.238 | 0.349
clock | 0.213 | 0.148 | 0.361
sequential | 0.372 | 0.00185 | 0.374
per-layer routing:
metal | track usage [%] | wire length [um] | vias to the layer above
met3 | 3.60 | 1220 | 21
met4 | 2.57 | 316 | 0
met1 | 28.2 | 8060 | 2433
li1 | - | - | 2566
met2 | 29.0 | 8100 | 196
met5 | 0 | 0 | -
worst max-delay path, cell delays in order:
cell and delay [ps]:
clkdlybuf4s50_1 650, ha_1 300, ha_1 380, or2_2 370
o21ai_4 130, xnor2_2 240, o21ai_0 590, o31a_1 240
ha_1 320, nor3_4 300, nand2_1 290, or3_1 600
or3_1 400, a21oi_1 140
worst min-delay path by stage:
stage	from	end	slack [ps]	cells after the start
after CTS	dot[62]$_SDFF_PN0_	dot[62]$_SDFF_PN0_	500	2
after global routing	dot[63]$_SDFF_PN0_	dot[63]$_SDFF_PN0_	510	2
final	dot[58]$_SDFF_PN0_	dot[58]$_SDFF_PN0_	490	2
cell usage in the layout, fill, tap and decap left out, drive strengths merged, types with 4 or more instances in the layout:
master,n
clkdlybuf4s50,109
dfxtp,96
o21ai,66
nor2,55
mux2i,42
o311ai,40
nand2,38
a21oi,27
nor3,25
mux4,24
nand3,20
or3,18
xnor2,16
inv,15
ha,12
o211ai,9
clkbuf,9
xor2,8
buf,8
o31ai,7
or2,7
a211oi,6
nor4,5
a31oi,4
cell families (layout without fill, tap and decap cells):
kind of cell	Yosys count	after routing	synth area share, %
AND/OR/NAND/NOR	191	191	16.9
AND-OR/OR-AND	176	176	20.6
flip-flops	96	96	33.1
multiplexers	67	67	16.8
buffers and inverters	62	147	5.13
XOR/XNOR	25	25	4.14
adder cells (fa/ha/maj)	14	14	3.28
other	1	1	0.0646
Power and IR drop assume default switching activity.
