`/design/flow/config.mk`:
```
export PLATFORM = sky130hd
export DESIGN_NAME = pixel_gen
export DESIGN_NICKNAME = pixel_gen
export VERILOG_FILES = /design/flow/design.v
export SDC_FILE = /design/flow/constraint.sdc
export NUM_CORES = 4
export LEC_CHECK = 1
export CORE_AREA = 10 10 236 236
export DIE_AREA = 0 0 246 246
```
`/design/flow/constraint.sdc`:
```
current_design pixel_gen

set clk_period 16.2
set clk_io_pct 0.2

create_clock -name clk0 -period $clk_period

set non_clock_inputs [all_inputs -no_clocks]
set_input_delay [expr $clk_period * $clk_io_pct] -clock clk0 $non_clock_inputs
set_output_delay [expr $clk_period * $clk_io_pct] -clock clk0 [all_outputs]
```
`/design/flow/design.v`:
```
`timescale 1ns / 1ps
module pixel_gen(
    input valid,
    input [1:0] scene,
    input [9:0] h_cnt,
    input [9:0] v_cnt,
    input [11:0] small_dot_pixel,
    input [11:0] big_dot_pixel,
    input [11:0] ghost_pixel,
    input [11:0] pac_right_open_pixel,
    input [11:0] pac_right_close_pixel,
    input [11:0] pac_left_open_pixel,
    input [11:0] pac_left_close_pixel,
    input [11:0] pac_up_open_pixel,
    input [11:0] pac_up_close_pixel,
    input [11:0] pac_down_open_pixel,
    input [11:0] pac_down_close_pixel,
    input [11:0] blinky_right_pixel,
    input [11:0] blinky_left_pixel,
    input [11:0] blinky_up_pixel,
    input [11:0] blinky_down_pixel,
    input [11:0] blinky_start_pixel,
    input [11:0] clyde_right_pixel,
    input [11:0] clyde_left_pixel,
    input [11:0] clyde_up_pixel,
    input [11:0] clyde_down_pixel,
    input [11:0] clyde_start_pixel,
    input [11:0] background_pixel,
    input [11:0] font_pixel,
    input [9:0] pac_x,
    input [9:0] pac_y,
    input [9:0] blinky_x,
    input [9:0] blinky_y,
    input [9:0] clyde_x,
    input [9:0] clyde_y,
    input [1:0] pac_dir,
    input [1:0] blinky_dir,
    input [1:0] clyde_dir,
    input [26:0] display_cnt,
    input [2:0] power_cnt,
    input [0:89] dot,
    output [3:0] vgaRed,
    output [3:0] vgaGreen,
    output [3:0] vgaBlue,
    );
    parameter up = 2'b00;
    parameter down = 2'b01;
    parameter left = 2'b10;
    parameter right = 2'b11;
    parameter start_scene = 2'b00;
    parameter play_scene = 2'b01;
    parameter win_scene = 2'b10;
    parameter lose_scene = 2'b11;
    reg [11:0] get_pixel;
    assign {vgaRed, vgaGreen, vgaBlue} = get_pixel;
    always@(*) begin
        if(valid == 1'b1) begin 
            if(scene == start_scene && h_cnt >= 160 && h_cnt < 480 && v_cnt >= 390 && v_cnt < 440) get_pixel = font_pixel;
            else if(h_cnt >= clyde_x + 8 && h_cnt < clyde_x + 38 && v_cnt >= clyde_y + 6 && v_cnt < clyde_y + 35) begin
                if(scene == lose_scene || scene == win_scene || scene == start_scene) get_pixel = clyde_start_pixel;
                else begin
                    case(clyde_dir)
                        up: get_pixel =  clyde_up_pixel;
                        down: get_pixel = clyde_down_pixel;
                        left: get_pixel = clyde_left_pixel;
                        right: get_pixel = clyde_right_pixel;
                        default: get_pixel = clyde_right_pixel;
                    endcase
                end
            end
            else if(h_cnt >= blinky_x + 6 && h_cnt < blinky_x + 39 && v_cnt >= blinky_y + 6 && v_cnt < blinky_y + 35) begin
                if(scene == start_scene || scene == lose_scene || scene == win_scene) get_pixel = blinky_start_pixel;
                else begin
                    case(blinky_dir)
                        up: get_pixel =  blinky_up_pixel;
                        down: get_pixel = blinky_down_pixel;
                        left: get_pixel = blinky_left_pixel;
                        right: get_pixel = blinky_right_pixel;
                        default: get_pixel = blinky_right_pixel;
                    endcase
                end
            end
            else if(h_cnt >= pac_x + 4 && h_cnt < pac_x + 40 && v_cnt >= pac_y + 4 && v_cnt < pac_y + 38) begin
                if(scene == start_scene) get_pixel = pac_left_open_pixel;
                else if(scene == lose_scene || scene == win_scene) begin
                    case(pac_dir)
                        up: get_pixel = pac_up_close_pixel;
                        down: get_pixel = pac_down_close_pixel;
                        left: get_pixel = pac_left_close_pixel;
                        right: get_pixel = pac_right_close_pixel;
                        default: get_pixel = pac_right_open_pixel;
                    endcase
                end
                else if(power_cnt > 0) get_pixel = ghost_pixel;
                else begin
                    case(pac_dir)
                        up: get_pixel = display_cnt[24] ? pac_up_open_pixel : pac_up_close_pixel;
                        down: get_pixel = display_cnt[24] ? pac_down_open_pixel : pac_down_close_pixel;
                        left: get_pixel = display_cnt[24] ? pac_left_open_pixel : pac_left_close_pixel;
                        right: get_pixel = display_cnt[24] ? pac_right_open_pixel : pac_right_close_pixel;
                        default: get_pixel = pac_right_open_pixel;
                    endcase
                end
            end 
            else if(h_cnt >= 55 && h_cnt < 589 && v_cnt >= 191 && v_cnt < 341 && dot[((h_cnt - 49) / 30) + ((v_cnt - 191) / 30) * 18]) begin 
                if(((h_cnt - 49) / 30) + ((v_cnt - 191) / 30) * 18 == 38 || ((h_cnt - 49) / 30) + ((v_cnt - 191) / 30) * 18 == 51) get_pixel = big_dot_pixel;
                else get_pixel = small_dot_pixel;
            end
            else if(v_cnt >= 30 && v_cnt < 370) get_pixel = background_pixel;
            else get_pixel = 12'h0;
        end
        else get_pixel = 12'h0;
    end
endmodule
```
`/design/flow/run.sh`:
```
#!/bin/bash
# OpenROAD 26Q1-2900-gdf79404cd8, Yosys 0.63+post, stock flow scripts
make -C /OpenROAD-flow-scripts/flow DESIGN_CONFIG=/design/flow/config.mk WORK_HOME=/design/flow/orfs finish
```
==> notes.md <==
fresh numbers from the pnr run: run status complete, no violations, Detailed Routing Iterations Pass 1 7, flop count 0, xor+xnor area frac 10.0%, post-DP HPWL 47400 µm, syn avg cell area 8.02 µm², cell family with most CP delay simple AND/OR/NAND/NOR gates, yosys adder share 22.5%, Pint 0.486 mW, grt total ovfl 0, crit path max-delay cell type clkdlybuf4s50_1, Sw Pwr 0.545 mW, clock buffers 0, largest net degree at the start of global routing 30, share of layout cells above drive strength 1 8.92%, Core ar. 50400 µm², leakage 7.56 nW, PortBufs 471, CP arrival 12200 ps, post-synthesis compound-gate area fraction 25.9%, Mapped Cells 1509, die area 60500 µm², die height 246 µm, dpl ws 207 ps, Clk pwr share 0%, RSZ-0062 raised after global routing false, final setup TNS 0 ps, Hold Crit Class primary input to output port, minimum clock period 15440 ps, Least-Margin Pin Slew 873 ps, post-DR wirelength/cell 20.3 µm, gr usage total 17.2%, Worst Path Buf+Inv 3, FP Core Util 24.0%, FP Rows 82, ys cells 1509, CP peak stage delay 680 ps, largest family of logic cells by area AND-OR/OR-AND gates, most numerous logic cell after layout clkdlybuf4s50_1, Max-Cap Viols 0, vias per inst 5.04, worst vdd ir 0.0765 mV, Die X 246 µm, Final Cycle Share 95.3%, antenna violations before repair 11, final worst slack 763 ps, DRC viols 0, Top Layout Cells 465 x clkdlybuf4s50_1, 213 x ha_1, 108 x nor2_1, relative slew slack 41.8%, vias in the first global route 13300, crit path DRT 12960 ps, f_max 0.0648 GHz, synth unique cells 92, via count 13500, Log Warnings 77, Netlist Area Pre-Place 12100 µm², CP dominant cell by count nand2_1, Sw Share 52.9%, final wirelength 54100 µm, CP Capture Type output port, WS Path Type primary input to output port, yosys simple share 17.5%, post-synthesis chip area from yosys 12100 µm², worst-path fanout max 12, Final setup viols 0, Layout area overhead 48.3%, Comb pwr share 100.0%, DR iter-0 viols 750, global-route wire length before repair 80500 µm, Seq share, synth 0%, register area 0 µm², CP Launch Type primary input, Synthesis Warnings 1, mux share 18.7%, GP Congestion 0.934, sequential share of power 0%, Final ANT Viol Nets 0, Ports 497, final slew viol count 0, Power Dens Cells 57.5 nW/µm², Hold Vio Cnt, Final 0
-- routing by layer --
| metal | vias to the layer above | share of wire, % | track usage (%) |
|---|---|---|---|
| li1 | 6767 | - | - |
| met1 | 6245 | 43 | 23.0 |
| met2 | 389 | 48 | 28.2 |
| met3 | 36 | 8.2 | 5.22 |
| met4 | 18 | 0.65 | 1.36 |
| met5 | - | 0.22 | 0 |
-- power groups by stage --
stage / Sequential, mW / Clock [mW] / Combinational (mW)
after CTS: 0 / 0 / 1.04
after global routing: 0 / 0.0000000166 / 1.14
final: 0 / 0.0000000166 / 1.03
-- synth_stat cells, types with 21 or more instances --
cell      instances  area (µm²)
ha_1            213        2670
nor2_1          108         405
a21oi_1          97         485
nand2_1          85         319
inv_1            76         285
xor2_1           75         657
xnor2_1          60         526
o21ai_0          59         295
mux4_2           54        1220
o21a_1           53         398
nand3_1          52         260
clkbuf_1         51         191
mux2i_1          47         470
a31oi_1          42         263
a21o_1           38         285
nor3_1           38         190
mux2_2           28         315
nor2b_1          23         144
a211oi_1         21         158
nand2b_1         21         131
-- tightest hold or removal path: cells and delay by family --
family,cells,cell delay [ps]
buffers and inverters,2,620
AND-OR/OR-AND,2,180
-- final cells by class --
| type | instances | area (µm²) |
|---|---|---|
| fillers | 5097 | 32400 |
| multi-input cells | 1399 | 11700 |
| repair buffers | 521 | 5120 |
| well taps | 672 | 841 |
| inverters | 76 | 285 |
| diodes | 2 | 5.00 |
-- final timing paths --
kind / end / start / cells after the start / slack, ps
setup / recovery: vgaGreen[1] / v_cnt[3] / 40 / 760
hold / removal: vgaRed[2] / valid / 4 / 7290
-- metrics by stage --
step / std cells / hold WS [ps] / power [mW] / area (µm²) / utilization, %
global route: 2670 / 7340 / 1.14 / 18000 / 35.6
CTS: 2667 / 7620 / 1.04 / 17900 / 35.5
detailed placement: 2667 / 7620 / 1.03 / 17900 / 35.5
finish: 2670 / 7290 / 1.03 / 18000 / 35.6
global placement: 2667 / 7630 / 1.03 / 17900 / 35.5
floorplan: 1547 / 6590 / 0.643 / 12300 / -
-- logic make-up after synthesis --
| kind of cell | Yosys count |
|---|---|
| multiplexers | 139 |
| buffers and inverters | 148 |
| AND-OR/OR-AND | 450 |
| other | 1 |
| adder cells (fa/ha/maj) | 217 |
| XOR/XNOR | 137 |
| AND/OR/NAND/NOR | 417 |
-- timing repair --
item,4_1_cts,5_1_grt
buffers inserted,0,1
gates resized,0,15
endpoints found under the setup margin,0,12
hold buffers,0,0
Power and IR drop assume default switching activity.
