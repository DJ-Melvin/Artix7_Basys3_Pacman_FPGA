--- flow/design.v ---
`timescale 1ns / 1ps
module blinky_move(
    input clk,
    input [1:0] scene,
    input [26:0] display_cnt,
    input [0:89] map,
    input [1:0] blinky_dir,
    input blinky_go_home,
    output reg [4:0] map_blinky_x,
    output reg [4:0] map_blinky_y
    );
    parameter up = 2'b00;
    parameter down = 2'b01;
    parameter left = 2'b10;
    parameter right = 2'b11;
    parameter start_scene = 2'b00;
    parameter play_scene = 2'b01;
    parameter win_scene = 2'b10;
    parameter lose_scene = 2'b11;
    always@(posedge clk) begin
        if(scene == start_scene) begin
            map_blinky_x <= 7;
            map_blinky_y <= 0;
        end
        else if(blinky_go_home) begin
            map_blinky_x <= 7;
            map_blinky_y <= 0;
        end
        else if(scene == play_scene && display_cnt[25]) begin
            if(blinky_dir == left && map_blinky_x > 5'd0 && ~map[map_blinky_x - 1 + map_blinky_y * 18]) begin
                map_blinky_x <= map_blinky_x - 1;
                map_blinky_y <= map_blinky_y;
            end
            else if(blinky_dir == down && map_blinky_y < 5'd4 && ~map[map_blinky_x + (map_blinky_y + 1) * 18]) begin
                map_blinky_x <= map_blinky_x;
                map_blinky_y <= map_blinky_y + 1;
            end
            else if(blinky_dir == up && map_blinky_y > 5'd0 && ~map[map_blinky_x + (map_blinky_y - 1) * 18]) begin
                map_blinky_x <= map_blinky_x;
                map_blinky_y <= map_blinky_y - 1;
            end
            else if(blinky_dir == right && map_blinky_x < 5'd17 && ~map[map_blinky_x + 1 + map_blinky_y * 18]) begin
                map_blinky_x <= map_blinky_x + 1;
                map_blinky_y <= map_blinky_y;
            end
            else begin
                map_blinky_x <= map_blinky_x;
                map_blinky_y <= map_blinky_y;
            end
        end
        else begin
            map_blinky_x <= map_blinky_x;
            map_blinky_y <= map_blinky_y;
        end
    end
endmodule
--- flow/run.sh ---
#!/bin/bash
# OpenROAD 26Q1-2900-gdf79404cd8, Yosys 0.63+post, stock flow scripts
make -C /OpenROAD-flow-scripts/flow DESIGN_CONFIG=/design/flow/config.mk WORK_HOME=/design/flow/orfs finish
--- flow/config.mk ---
export PLATFORM = sky130hd
export DESIGN_NAME = blinky_move
export DESIGN_NICKNAME = blinky_move
export VERILOG_FILES = /design/flow/design.v
export SDC_FILE = /design/flow/constraint.sdc
export NUM_CORES = 4
export LEC_CHECK = 1
export CORE_UTILIZATION = 50
--- flow/constraint.sdc ---
current_design blinky_move

set clk_period 8.1
set clk_io_pct 0.2

create_clock -name clk0 -period $clk_period [get_ports {clk}]

set non_clock_inputs [all_inputs -no_clocks]
set_input_delay [expr $clk_period * $clk_io_pct] -clock clk0 $non_clock_inputs
set_output_delay [expr $clk_period * $clk_io_pct] -clock clk0 [all_outputs]
==> results.toml <==
# yosys + openroad results
[outcome]
status = "finished, final reports clean"

[critical_path]
crit_top_cell = "mux2i_1"
cp.depth = 14
start_kind = "flip-flop"
slowest_delay_ns = 1.13
crit_arrival_ns = 5.81
crit_type = "flip-flop to flip-flop"
critPathMaxFanout = 29
end_kind = "flip-flop"
cpLargestDelayFamily = "adder cells"
path_cells = "inv_1 > ha_1 > buf_4 > clkinv_1 > fa_1 > mux4_2 > mux2i_1 > mux2i_1 > o2bb2ai_1 > o211ai_1 > a31oi_2 > a211oi_4 > or3_1 > a21oi_1"
critPathRequiredTime_ns = 8.27
r2r_cells = 14
critPathSlowestCell = "fa_1"
critPathBufInv = 3

[floorplan]
ios = 133
rows = 38
core_area_sq_mm = 0.01084
chipArea_sq_mm = 0.01151
die_x_um = 107.3
die_y_um = 107.3
initCoreUtil_pct = 51.11

[final_timing]
rsz0062_at_grt = "false"
skew_ns = 0.001980
drv_slew = 0
fin_crit_ns = 5.641
max_freq_mhz = 177.3
relSlewSlack_pct = 45.57
setup_viol = 0
fin_crit_sh_pct = 69.64
fin_setup_tns_ns = 0
tightest_slew_ns = 0.8134
hold_viol = 0

[logic_synthesis]
ys_area_sq_mm = 0.005540
yosysWarnings = 1
async_flop_share_pct = 0
netlist_instances = 568
yosysTopAreaCell = "mux4_2"
synth_cell_types = 82
avgSynthCellArea_sq_um = 9.754
ys_top_cells_by_count = "mux4_2 (77), ha_1 (63), inv_1 (50)"
ys.flops = 10
synthTopCellsByArea = "mux4_2 (31%), ha_1 (14%), mux2i_1 (5.2%)"
top_cell = "mux4_2"
yosys.area.top_type_share_pct = 31.30
postSynthSeqShare_pct = 3.613
netlist_area_sq_mm = 0.005540
ys_cells = 568
synth-edff-count = 0
ff_type = "dfxtp_1"

[cts]
cts_inserted_buffers = 3
clock_latency_ns = 0.23
path_clk_slew_ns = 0.04
htreeDepth = 1
root_buffer = "clkbuf_8"
cts_tree = "done"
cts_sinks = 10
cts_resized = 0
cts_setup_buffers = 0
clockBufferDepth = 2
cts_hold_buf = 0

[finish]
syn_to_final_growth_pct = 21.21
drive_gt1_share_pct = 17.15
instances_no_fill = 799

[job]
cap_viol_max_count = 0
tool_warnings = 57

[place]
hpwl_um = 13020
dp_cells = 795
io_buffers = 106
gp_congestion = 0.9842

[route]
drc = 0
first_pass_iters = 4
ant_nets = 0
routed_wl_um = 15610
vias = 4958
wire_per_inst_um = 19.54
diodes = 0
vias_per_cell = 6.205
drt_iter0_drc = 248

[global_routing]
grt_pass1_vias = 4867
grt_first_pass_wirelength_um = 24850
grt_max_degree = 44
grt_usage_pct = 29.46
grt_remaining_overflow = 0
antenna_found_initial = 0

[hold_path]
min_path_type = "flip-flop to flip-flop"
whs_path_depth = 2

[power]
p_leak_nw = 2.700
p_total_mw = 1.411
vdd_ir_drop_max_uv = 125.5
netSwitchingFraction_pct = 49.44
p_sw_mw = 0.6975
internal_power_mw = 0.7133
power_frac_clock_pct = 4.3
seq_power_share_pct = 4.9
combinationalPowerShare_pct = 90.8
p_per_area_mw_per_mm2 = 210.1
-- registers in the layout, indices dropped and copies added (netlist names) --
name / count
map_blinky_x: 5
map_blinky_y: 5
-- placed cells by master (no fill, tap or decap), types with 9 or more instances in the layout --
cell and count:
a21o_1 9, a21oi_1 25, buf_4 9, clkdlybuf4s50_1 106, dfxtp_1 9, ha_1 63
inv_1 50, mux2i_1 29, mux4_2 77, nand2_1 42, nand3_1 14, nor2_1 29
nor3_1 9, o21ai_0 18, xnor2_1 15, xor2_1 18
-- power by group through the flow --
stage     sequential [mW]  clock, mW  combinational, mW
4_1_cts            0.0701     0.0611               1.28
5_1_grt            0.0716     0.0647               1.40
6_report           0.0698     0.0603               1.28
-- path summary, 6_finish.rpt --
check / start / endpoint / slack (ns)
max: map_blinky_y[0] / map_blinky_y[2] / 2.46
min: map_blinky_y[1] / map_blinky_y[1] / 0.67
max reg2reg: map_blinky_y[0] / map_blinky_y[2] / 2.46
min reg2reg: map_blinky_y[1] / map_blinky_y[1] / 0.67
-- metal layers --
layer / vias up / part of all wire [%] / routed length (um) / global-route usage [%]
met3: 16 / 5.2 / 819 / 4.444
met4: 0 / 1.6 / 253 / 4.012
met5: - / 0 / 0 / 0
met1: 2390 / 43 / 6652 / 40.47
met2: 144 / 51 / 7886 / 51.98
li1: 2408 / - / - / -
-- final cells by class --
cell class / count / area [sq um]
Fill cell: 882 / 4125
Inverter: 52 / 195.2
Tap cell: 140 / 175.2
Sequential cell: 10 / 203.9
Multi-Input combinational cell: 478 / 4957
Timing Repair Buffer: 115 / 1129
Clock buffer: 4 / 55.05
-- kinds of logic after synthesis --
family          synth area share (%)
mux                            38.30
flops                          3.613
simple gates                   13.39
compound gates                 15.11
fa+ha+maj                      16.76
buf+inv                        6.910
xor+xnor                       5.917
-- through the flow --
stage                     hold WS (ns)  utilization, %  area [sq um]  setup WS [ns]
after floorplan                 0.5747               -          5540          3.657
after global placement          0.6359           61.44          6660          2.468
after detailed placement        0.6597           61.44          6660          2.452
after CTS                       0.6769           61.95          6715          2.420
after global routing            0.7319           61.95          6715          2.082
final                           0.6734           61.95          6715          2.459
-- worst register-to-register path, delay by kind of cell, from the launching register on --
| family | cells | cell delay (ns) |
|---|---|---|
| buf+inv | 3 | 1.10 |
| fa+ha+maj | 2 | 1.48 |
| simple gates | 1 | 0.40 |
| compound gates | 5 | 1.05 |
| flops | 1 | 0.61 |
| mux | 3 | 0.91 |
Power figures rest on the tool's default switching activity, not on a simulated workload.
