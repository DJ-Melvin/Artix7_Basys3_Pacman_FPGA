==> design.v <==
`timescale 1ns / 1ps
module manual_dir_control(
    input clk,
    input [0:89] map,
    input [1:0] scene,
    input [4:0] pac_x,
    input [4:0] pac_y,
    input [4:0] clyde_x,
    input [4:0] clyde_y,
    input [9:0] rec,
    output reg [1:0] pac_dir,
    output reg [1:0] clyde_dir
    );
    parameter up = 2'b00;
    parameter down = 2'b01;
    parameter left = 2'b10;
    parameter right = 2'b11;
    parameter start_scene = 2'b00;
    parameter play_scene = 2'b01;
    parameter win_scene = 2'b10;
    parameter lose_scene = 2'b11;
    reg [1:0] next_pac_dir;
    reg [1:0] next_clyde_dir;
    always@(posedge clk) begin
        if(scene == start_scene) pac_dir <= up;
        else pac_dir <= next_pac_dir;
        clyde_dir <= next_clyde_dir;
    end
    always@(*) begin
        if(scene == lose_scene || scene == win_scene) next_pac_dir = pac_dir;
        else if(rec[9]) next_pac_dir = pac_x > 0 ? (map[pac_x - 1 + pac_y * 18] ? pac_dir: left) : pac_dir;
        else if(rec[8]) next_pac_dir = pac_y < 4 ? (map[pac_x + (pac_y + 1) * 18] ? pac_dir: down) : pac_dir;
        else if(rec[7]) next_pac_dir = pac_y > 0 ? (map[pac_x + (pac_y - 1) * 18] ? pac_dir: up) : pac_dir;
        else if(rec[6]) next_pac_dir = pac_x < 17 ? (map[pac_x + 1 + pac_y * 18] ? pac_dir: right) : pac_dir;
        else next_pac_dir = pac_dir;
    end
    always@(*) begin
            if(rec[5]) next_clyde_dir = clyde_y > 0 ? (map[clyde_x + (clyde_y - 1) * 18] ? clyde_dir: up) : clyde_dir;
            else if(rec[4]) next_clyde_dir = clyde_y < 4 ? (map[clyde_x + (clyde_y + 1) * 18] ? clyde_dir: down) : clyde_dir;
            else if(rec[3]) next_clyde_dir = clyde_x > 0 ? (map[clyde_x - 1 + clyde_y * 18] ? clyde_dir: left) : clyde_dir;
            else if(rec[2]) next_clyde_dir = clyde_x < 17 ? (map[clyde_x + 1 + clyde_y * 18] ? clyde_dir: right) : clyde_dir;
            else next_clyde_dir = clyde_dir;
    end
endmodule
==> run.sh <==
#!/bin/bash
# OpenROAD 26Q1-2900-gdf79404cd8, Yosys 0.63+post, stock flow scripts
make -C /OpenROAD-flow-scripts/flow DESIGN_CONFIG=/design/flow/config.mk WORK_HOME=/design/flow/orfs finish
==> config.mk <==
export PLATFORM = sky130hd
export DESIGN_NAME = manual_dir_control
export DESIGN_NICKNAME = manual_dir_control
export VERILOG_FILES = /design/flow/design.v
export SDC_FILE = /design/flow/constraint.sdc
export NUM_CORES = 4
export LEC_CHECK = 1
export CORE_UTILIZATION = 40
==> constraint.sdc <==
current_design manual_dir_control

set clk_period 14.5
set clk_io_pct 0.2

create_clock -name clk0 -period $clk_period [get_ports {clk}]

set non_clock_inputs [all_inputs -no_clocks]
set_input_delay [expr $clk_period * $clk_io_pct] -clock clk0 $non_clock_inputs
set_output_delay [expr $clk_period * $clk_io_pct] -clock clk0 [all_outputs]
==> results.toml <==
# physical design summary
[timing]
setup_viol = 0
setup_slack_ns = 6.70
finalHoldViolations = 0
fmax_mhz = 128
finClkSkew_ns = 0
rsz0062_at_grt = "false"
slew_headroom = 0.403
finalCritPeriodShare = 0.538
worst_pin_slew_ns = 0.884
fin_setup_tns_ns = 0
period_minus_slack_ns = 7.80
slew_violations = 0

[placement]
place.gp.congestion = 0.926
dp_worst_setup_slack_ns = 6.44
port_buffers = 124
dp_hpwl_um = 22800

[synthesis]
yosys-top-cells-area = "mux4_2, ha_1, mux2i_1, inv_1, xnor2_1"
syn_area_per_cell_um2 = 9.78
synthArstFlopShare = 0
ys.flop_type = "edfxtp_1"
synth_chip_area_um2 = 9330
yosys.stat.seqShare = 0.0107
edf_count = 2
ys.warnings.count = 1
ys_cells = 954
synth_top_area_share = 0.369
synthCells = 954
ys_types = 68
yosys_register_bits = 4
netlist.top_cell.by_area = "mux4_2"
netlist_area_um2 = 9330

[cells_and_area]
regArea_um2 = 100
final-comb-area_um2 = 8610
fillers = 2114
syn2layout_area_growth_pct = 17.1
fin_util = 0.480
drive_above_1_share = 0.189

[clock_network]
hold_buffers = 0
clkSlewWorstSetupHoldPaths_ns = 0.03
cts_tree = "built"
htree_levels = 1
cts_num_sinks = 4
postCtsResizedCells = 0
insertion_delay_ns = 0.23
root_buffer = "clkbuf_16"
cts_buffers = 3
clockBufferDepth = 2
postCtsSetupBuffers = 0

[setup_path]
critPathCaptureType = "register"
timing.rr.start = "pac_dir[0]"
r2r_end = "pac_dir[0]"
critical-path-max-stage-delay_ns = 0.71
arrival_ns = 7.91
r2r_setup_slack_ns = 13.61
cp_cell_sequence = "clkdlybuf4s50_1, inv_1, ha_1, buf_4, inv_1, fa_1, xor2_1, buf_4, mux4_2, mux4_2, nor2b_1, a211oi_1, o21ai_1, and3_1, o32a_1"
cp.required_ns = 14.61
critPathLaunchType = "input port"
setup.worst_path.start = "pac_y[0]"
reg2reg_depth = 2
critPathKind = "input port to register"
slowest_stage = "clkdlybuf4s50_1"
crit_fanout = 40

[die]
core_region_area_um2 = 22800
boundaryPins = 127
chipWidth_um = 155
die_area_um2 = 23900
fp_util = 0.410
rows = 55
die_h_um = 155

[worst_hold_path]
holdPathStages = 1
hold_path_end = "pac_dir[1]"
hp-start = "pac_dir[1]"
hold_path_class = "register to register"

[global_routing]
use_met3 = 0.114
antenna_found_initial = 4
grt_pass1_wl_um = 44700
grt_overflow = 0
met2_usage = 0.372
grt_pass1_vias = 8184
grtUsageTotal = 0.252
met1_usage = 0.350
busiest_layer = "met2"
grt_max_degree = 45

[pwr]
cellPowerDensity_nw_per_um2 = 83.3
pwr-share-clk = 0.050
p_int_uw = 455
finalPower_uw = 910
peakVddDrop_uv = 33.9
switchingPower_uw = 455
switching_share = 0.500
p_seq_frac = 0.019
p_leak_nw = 4.40
combPwrFrac = 0.931

[route]
ant_nets = 0
drtIter0Drc = 449
dr.pass1.iters = 5
drc_errors = 0
drt-total-wl_um = 28200
dr_total_vias = 8317
avgRoutedWirePerCell_um = 20.6
vias_per_cell = 6.08

[run]
drv_cap = 0
warnings = 36

[outcome]
status = "complete, no violations"
## state kept, by name, summed over array words and instances, names as in the netlist
signal	flops
clyde_dir	2
pac_dir	2
## cell families after synthesis
kind of cell / share of synthesized area
flops: 0.0107
mux: 0.430
fa+ha+maj: 0.194
buf+inv: 0.0668
xor+xnor: 0.0638
simple gates: 0.108
compound gates: 0.127
## through the flow
step | cell area [um2] | hold slack [ns] | instances
6_report | 10900 | 0.562 | 1368
5_1_grt | 10900 | 0.570 | 1367
4_1_cts | 10900 | 0.561 | 1365
3_5_place_dp | 10800 | 0.547 | 1361
3_3_place_gp | 10800 | 0.543 | 1361
2_1_floorplan | 9330 | 0.473 | 954
## routing by layer
metal,vias up,part of all wire
li1,3914,-
met1,3963,0.42
met2,391,0.43
met3,47,0.12
met4,2,0.023
met5,-,0.00039
## power groups by stage
stage / clock [mW] / sequential [mW] / combinational, mW
finish: 0.0459 / 0.0173 / 0.847
global route: 0.0472 / 0.0178 / 0.928
CTS: 0.0465 / 0.0173 / 0.841
## layout by cell type, fill, tap and decap left out, types with 9 or more instances in the layout
cell type / count
o21ai_0: 40
nor2_1: 67
nor3_1: 22
xor2_1: 29
inv_1: 100
mux2_2: 15
a211oi_1: 10
clkdlybuf4s50_1: 122
buf_4: 19
ha_1: 122
nand2_1: 41
o21a_1: 9
mux2i_1: 40
a21o_1: 10
a21oi_1: 48
and2_1: 9
xnor2_1: 39
mux4_2: 153
fa_1: 14
nor2b_1: 17
nand3_1: 19
## worst max path at each step
| stage | depth (start not counted) | endpoint | slack, ns |
|---|---|---|---|
| after global routing | 16 | pac_dir[0] | 6.33 |
| final | 15 | pac_dir[0] | 6.70 |
| after CTS | 15 | pac_dir[0] | 6.67 |
## cell usage after synthesis (10+ instances only)
cell type / number
mux2i_1: 40
nand3_1: 19
ha_1: 122
nor3_1: 22
a21o_1: 10
mux4_2: 153
nor2b_1: 17
nand2_1: 41
xor2_1: 29
a211oi_1: 10
fa_1: 14
inv_1: 100
a21oi_1: 48
mux2_2: 15
xnor2_1: 39
buf_2: 12
clkbuf_1: 22
nor2_1: 67
o21ai_0: 40
## worst max-delay path, delay by kind of cell
| family | cells | cell delay (ns) |
|---|---|---|
| compound gates | 3 | 0.74 |
| xor+xnor | 1 | 0.17 |
| mux | 2 | 1.02 |
| simple gates | 2 | 0.36 |
| buf+inv | 5 | 1.87 |
| fa+ha+maj | 2 | 0.81 |
## area by class of cell
type,instances,area share
tap,313,0.0359
inverter,100,0.0344
timing repair buffer,141,0.125
antenna,3,0.000687
sequential,4,0.00916
clock buffer,4,0.00722
multi-input combinational,803,0.788
Power and IR drop assume default switching activity.
